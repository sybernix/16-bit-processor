===== design/flow/run.sh =====
#!/bin/bash
# OpenROAD 26Q1-2900-gdf79404cd8, Yosys 0.63+post, stock flow scripts
make -C /OpenROAD-flow-scripts/flow DESIGN_CONFIG=/design/flow/config.mk WORK_HOME=/design/flow/orfs finish

===== design/flow/config.mk =====
export PLATFORM = sky130hd
export DESIGN_NAME = UART
export DESIGN_NICKNAME = UART
export VERILOG_FILES = /design/flow/design.v
export SDC_FILE = /design/flow/constraint.sdc
export NUM_CORES = 4
export LEC_CHECK = 1
export CORE_UTILIZATION = 30

===== design/flow/constraint.sdc =====
current_design UART

set clk_period 4.2
set clk_io_pct 0.2

create_clock -name clk0 -period $clk_period [get_ports {clk_in}]

set non_clock_inputs [all_inputs -no_clocks]
set_input_delay [expr $clk_period * $clk_io_pct] -clock clk0 $non_clock_inputs
set_output_delay [expr $clk_period * $clk_io_pct] -clock clk0 [all_outputs]

===== design/flow/design.v =====
module UART(clk_in, tx, rx, clk_out, busy,   RAMAddressByUART, UARTdata2RAM, RAMData2UART, RAMWriteEnableByUART,
	LED0, LED1, LED2, LED3, LED4, LED5, LED6, UART2RAMCompleted, EndOperations);
input clk_in,rx, EndOperations;
output tx;
output wire clk_out;
output [15:0] RAMAddressByUART;
output [7:0] UARTdata2RAM;
output RAMWriteEnableByUART;
output reg UART2RAMCompleted=0;
input [7:0] RAMData2UART;
output reg LED0, LED1, LED2, LED3, LED4, LED5, LED6;
output wire busy;
wire ready;
reg send;
reg clear;
reg[7:0] data_i;
wire [7:0] data_o;
reg[15:0] next_RAMAddressByUART ;
reg [15:0] recieve_counter;
reg [15:0] send_counter;
reg recieved;
reg [15:0] RAMAddressByUART;
reg [7:0] UARTdata2RAM;
reg RAMWriteEnableByUART;
wire [7:0] RAMData2UART;
clock_divider cd(.clk_in(clk_in),
						.clk_out(clk_out)
						);
transmitter trans(.clk(clk_out),
			.send(send),
			.busy(busy),
			.data(data_i),
			.tx(tx)
			);
reciever recive(.clk(clk_in),
				.rx(rx),
				.data(data_o),
				.data_ready(ready),
				.clear(clear)
				);
reg [2:0] state;
always@(posedge clk_out) begin	
	if (state==0)begin 
		if (ready)begin
			state <= 1;
		end
	end
	else if (state==1)
	begin
		UARTdata2RAM <= data_o  ;
		RAMAddressByUART <= next_RAMAddressByUART;
		RAMWriteEnableByUART <=  1;
		next_RAMAddressByUART <= next_RAMAddressByUART+1;
		recieve_counter <= recieve_counter +1;
		clear <= 1;
		state <= 2;
	end
	else if(state==2) begin
		RAMWriteEnableByUART  <= 0;
		clear <= 0;
		if (recieve_counter==246)begin
			state <=3;
			UART2RAMCompleted <= 1;
		end
		else begin
			state <=0;
			UART2RAMCompleted <= 0;
		end
	end
	else if (state==3) begin
		RAMAddressByUART <=0;
		next_RAMAddressByUART <= 1;
		send_counter <= 0;
		state <=7;
	end
	else if (state ==4) begin
		if (~busy)begin
			data_i <= RAMData2UART;
			send <=1;
			RAMAddressByUART <= next_RAMAddressByUART;
			next_RAMAddressByUART <= next_RAMAddressByUART +1;
			send_counter <= send_counter +1;
			state <=5;
		end
	end
	else if (state ==5) begin
		send<=0;
		if (send_counter==246)begin
			state <=6;
		end
		else begin
			state <=4;
		end
	end
	else if (state==6) begin
		next_RAMAddressByUART <=0;
		recieve_counter <=0;
		state <=0;
	end
	else if(state==7)
	begin
		if(EndOperations==1)begin
			state <=4;
		end
	end
end
always @(posedge clk_out)
begin
	if (state == 0)
		begin
			LED0 <= 0; LED1 <= 0; LED2 <= 0; LED3 <= 0; LED4 <= 0; LED5 <= 0; LED6 <= 0;
		end
	if (state == 1)
		begin
			LED0 <= 0; LED1 <= 1; LED2 <= 0; LED3 <= 0; LED4 <= 0; LED5 <= 0; LED6 <= 0;
		end
	if (state == 2)
		begin
			LED0 <= 0; LED1 <= 0; LED2 <= 1; LED3 <= 0; LED4 <= 0; LED5 <= 0; LED6 <= 0;
		end
	if (state == 3)
		begin
			LED0 <= 0; LED1 <= 0; LED2 <= 0; LED3 <= 1; LED4 <= 0; LED5 <= 0; LED6 <= 0;
		end
	if (state == 4)
		begin
			LED0 <= 0; LED1 <= 0; LED2 <= 0; LED3 <= 0; LED4 <= 1; LED5 <= 0; LED6 <= 0;
		end
	if (state == 5)
		begin
			LED0 <= 0; LED1 <= 0; LED2 <= 0; LED3 <= 0; LED4 <= 0; LED5 <= 1; LED6 <= 0;
		end
	if (state == 6)
		begin
			LED0 <= 0; LED1 <= 0; LED2 <= 0; LED3 <= 0; LED4 <= 0; LED5 <= 0; LED6 <= 1;
		end
end
endmodule
`timescale 1ns / 1ps
module clock_divider(
		clk_in,
		clk_out
    );
input clk_in;
output reg clk_out;
reg[15:0] counter;
initial begin
	counter <=0;
	clk_out <= 0;
end
always @(posedge clk_in) begin
		counter <= counter +1;
		if(counter == 5208) begin
			clk_out = ~clk_out;
			counter <=0;
		end
end
endmodule
`timescale 1ns / 1ps
module reciever(
		clk,
		rx,
		data,
		data_ready,
		clear
    );
input clk,rx,clear;
output reg [7:0] data;
output reg data_ready;
reg [2:0] state;
reg [15:0] counter;
reg [5:0] bit_counter;
reg [7:0] buffer;
initial begin 
	data_ready=0;
	data <= 8'b0;
	buffer <= 8'b0;
	state <= 2'b00;
	bit_counter <= 4'b0000;
	counter <= 0;
end
always@(posedge clk) begin
	if(clear) begin
		data <= 0;
		buffer <= 0;
		data_ready <= 0;
	end
	if(state == 2'b00) begin
		if(rx == 0) begin
			counter <= 0;
			state <= 2'b01;
		end
	end
	else if(state == 2'b01) begin
		if(counter == 5208) begin
			if(rx == 0) begin
				state <= 2'b10;
				counter <= 0;
				buffer <= 0;
				data_ready <= 0;
				bit_counter <= 0;
			end
		end
		else begin
			counter <= counter +1 ;
		end
	end
	else if(state == 2'b10) begin
		if(counter == 10416 ) begin
			buffer[bit_counter] <= rx;
			bit_counter <= bit_counter + 1;
			counter <= 0;
			if(bit_counter == 8) begin
				state <= 2'b11;
			end
		end
		else begin
			counter <= counter +1 ;
		end
	end
	else if(state == 2'b11) begin
		if(counter == 10416) begin
			if(rx == 1) begin
				data <= buffer;
				state <= 2'b00;
				data_ready <= 1;
				buffer <= 0;
			end
			else begin
				buffer <= 0;
			end
		end
		else begin
			counter <= counter +1 ;
		end
	end
end
endmodule
`timescale 1ns / 1ps
module transmitter(
			clk,
			send,
			busy,
			data,
			tx
    );
input clk,send;
input [7:0] data;
output reg busy;
output reg tx;
reg [6:0] bit_counter;
reg [2:0] state;
initial begin
	bit_counter <= 0;
	state <= 2'b00;
	tx  <= 1;
	busy <= 0;
end
always@(posedge clk) begin
	if(state == 2'b00) begin 
		if(send && ~busy) begin
			bit_counter 	<= 0;
			tx		  	<= 0;
			busy     <= 1;
			state 	<= 2'b01;
		end
	end
	else if(state == 2'b01) begin
		if(bit_counter < 8) begin
			tx			<= data[bit_counter];
			bit_counter 	<= bit_counter + 1;
		end
		else begin
			tx 		<= 1;
			state 	<= 2'b10;
		end
	end
	else if(state == 2'b10) begin
		tx 		<= 1;
		busy 		<= 0;
		bit_counter 	<= 0;
		state 	<= 2'b00;
	end
end
endmodule

==> flow_metrics.tcl <==
# collected from the flow reports
set metrics [dict create \
    post-route-period-util_pct 61.16 \
    clk_latency_ps 320 \
    arrival_ps 2650 \
    grt_usage_pct 10.61 \
    grt_pass1_wl_mm 23.96 \
    cpPeakStageDelay_ps 440 \
    status "finished with violations" \
    vias 5151 \
    syn_area_um2 8059 \
    die_w_um 165.9 \
    fillCellCount 2519 \
    cts_setup_buffers 0 \
    place.gp.congestion 0.8844 \
    ys_types 77 \
    hold_class "reg2reg" \
    yosysWarnings 4 \
    maxSlewHeadroom_pct 46.00 \
    crit_fanout 12 \
    use_met2_pct 15.61 \
    p_leak_nw 3.241 \
    drt_wl_total_mm 13.67 \
    finalSetupViolations 0 \
    hp-start "recive.buffer[3]$_DFF_P_" \
    fin_skew_ps 8.147 \
    post_drt_wl_per_cell_um 12.25 \
    async_flop_share_pct 0 \
    initial_utilization_pct 30.75 \
    syn2layout_area_growth_pct 14.02 \
    drc 15 \
    antenna_found_initial 0 \
    grt_max_degree 62 \
    tightest_slew_ps 808.9 \
    num_io_pins 47 \
    maxCapViolCount 0 \
    max-clock-path-buffers 2 \
    io_buffers 45 \
    ys_cells 737 \
    cp_num_buf_inv 1 \
    violations "design-rule violations" \
    syn-instance-count 737 \
    cts_resized 0 \
    drt.antenna.violating_nets 0 \
    cts_tree "done" \
    slowest_stage "ha_1" \
    hold_viol_final 0 \
    seqCellArea_um2 4514 \
    via_per_inst 4.616 \
    ys_seq_share_pct 56.02 \
    gr-usage-met1_pct 17.89 \
    gr-max-usage-layer "met1" \
    reg2reg_from "recive.state[1]$_SDFFCE_PP0P_" \
    dieArea_um2 27520 \
    fin_hold_ws_ps 448.3 \
    first_pass_iters 50 \
    worstSetupPathType "reg2reg" \
    timing.final.max_slew_violations 0 \
    die_h_um 165.9 \
    openroad.warnings 33 \
    place_area_um2 8879 \
    hold_path_end "recive.data[3]$_DFF_P_" \
    dp_hpwl_mm 9.791 \
    finalNonFillerCells 1116 \
    untimed_endpoints 236 \
    cts.htree.levels 3 \
    max_freq_mhz 389.3 \
    ys_ff 166 \
    reg2reg_to "recive.counter[15]$_DFFE_PP_" \
    mostFrequentLayoutCell "edfxtp_1" \
    drtIter0Drc 306 \
    grt-ovfl-total 0 \
    diodes 0 \
    final_area_um2 9189 \
    post_route_cells_drive_above_1_share_pct 7.042 \
    end_kind "flip-flop" \
    cts.clk_slew.worst_paths_ps 50 \
    synth-edff-count 119 \
    rrSetupSlack_ps 1630 \
    ir_drop_mv 0.1400 \
    core_um2 26210 \
    root_buffer "clkbuf_16" \
    final_core_util_pct 35.06 \
    yosysChipArea_um2 8059 \
    grt_pass1_vias 4887 \
    r2r_cells 8 \
    grt_util_met3_pct 1.772 \
    whs_path_depth 2 \
    rsz0062_at_grt "no" \
    p_per_area_nw_per_um2 150.8 \
    final_layout_top_logic_cells "edfxtp_1 (119), nor2_1 (85), nand2_1 (62)" \
    dp.cells 1100 \
    numCtsBuffers 9 \
    num_rows 59 \
    syn_area_per_cell_um2 10.93 \
    logic_area_um2 3326 \
    synth-main-ff-cell "edfxtp_1" \
    unclocked_pins 108 \
    tns_ps 0 \
    cpLargestDelayFamily "simple AND/OR/NAND/NOR gates" \
    start_kind "flip-flop" \
    hold_buffers 0 \
    min_period_ps 2569 \
    worstPathRequired_ps 4280 \
    worstPathCellList "inv_1, ha_1, nor4bb_1, nand4_1, nand2b_1, or2_1, o21ai_0, a21bo_1" \
]
[area by class of cell]
type,count,area share [%]
multi-input combinational,519,36.19
tap,335,4.562
sequential,166,49.13
inverter,25,1.021
timing repair buffer,55,5.719
clock inverter,3,0.2042
clock buffer,13,3.173
[tightest hold or removal path, delay by kind of cell, from the launching register on]
family | cells | cell delay, ps
flops | 1 | 310
compound gates | 1 | 60
simple gates | 1 | 50
[flip-flops by register name (all words and copies together), names as in the netlist, 2 cells and up]
signal / count
RAMAddressByUART: 16
UARTdata2RAM: 8
cd.counter: 16
data_i: 8
next_RAMAddressByUART: 16
recieve_counter: 16
recive.bit_counter: 6
recive.buffer: 8
recive.counter: 16
recive.data: 8
recive.state: 2
send_counter: 16
state: 8
trans.bit_counter: 7
trans.state: 2
[metal layers]
| layer | up-vias | routed length (µm) | share of wire, % |
|---|---|---|---|
| met5 | - | 0 | 0 |
| met4 | 0 | 75 | 0.55 |
| met3 | 6 | 484 | 3.5 |
| met2 | 85 | 5866 | 43 |
| met1 | 2351 | 7244 | 53 |
| li1 | 2709 | - | - |
[kinds of logic after synthesis]
family | synth area share [%]
other | 0.04653
AOI/OAI and AO/OA | 7.266
DFF | 56.02
and+or+nand+nor | 23.60
buffers and inverters | 2.795
xor gates and xnor gates | 6.738
adders and majority gates | 2.484
muxes | 1.056
[power by group]
part	switching (W)	internal (W)
Sequential	0.0000151	0.000600
Clock	0.000245	0.000482
Combinational	0.0000199	0.0000240
Total	0.000280	0.00111
[worst max path at each step]
stage	cells after the start	endpoint	startpoint
global route	8	recive.counter[15]$_DFFE_PP_	recive.state[1]$_SDFFCE_PP0P_
finish	8	recive.counter[15]$_DFFE_PP_	recive.state[1]$_SDFFCE_PP0P_
CTS	8	recive.counter[15]$_DFFE_PP_	recive.state[1]$_SDFFCE_PP0P_
[stage by stage]
step	setup slack [ps]	power, W
2_1_floorplan	1840	0.0006515
3_3_place_gp	1674	0.0006694
3_5_place_dp	1646	0.0006697
4_1_cts	1640	0.001403
5_1_grt	1486	0.001441
6_report	1631	0.001385
[cells in the mapped netlist, types with 2 or more instances]
master | count | share of area, %
nand3b_1 | 4 | 0.37
a22oi_1 | 3 | 0.28
o22ai_1 | 2 | 0.16
nor4_1 | 5 | 0.39
o21ai_0 | 30 | 1.9
a21o_1 | 2 | 0.19
nor2_1 | 85 | 4.0
a22o_1 | 4 | 0.43
nor3_2 | 2 | 0.25
xor2_1 | 33 | 3.6
or2_2 | 3 | 0.23
nand2_1 | 62 | 2.9
nand3_1 | 32 | 2.0
dfxtp_1 | 47 | 12
nor4bb_1 | 3 | 0.37
or4_1 | 2 | 0.19
mux2i_1 | 4 | 0.50
a31oi_1 | 11 | 0.85
and2_1 | 41 | 3.2
and3_1 | 21 | 1.6
or3_1 | 7 | 0.54
nor3_1 | 10 | 0.62
buf_2 | 6 | 0.37
mux4_2 | 2 | 0.56
o21ai_1 | 3 | 0.19
o21ai_2 | 2 | 0.22
and4bb_2 | 2 | 0.31
ha_1 | 16 | 2.5
buf_6 | 2 | 0.28
and4_1 | 6 | 0.65
nand2b_1 | 4 | 0.31
clkbuf_1 | 16 | 0.75
inv_1 | 24 | 1.1
xnor2_1 | 29 | 3.2
nand4_1 | 19 | 1.5
edfxtp_1 | 119 | 44
nor4b_1 | 4 | 0.43
nor2b_1 | 14 | 1.1
a21oi_1 | 17 | 1.1
buf_4 | 2 | 0.19
Power is estimated from default activity; no workload was simulated.
