File: flow/config.mk
export PLATFORM = sky130hd
export DESIGN_NAME = CPU
export DESIGN_NICKNAME = CPU
export VERILOG_FILES = /design/flow/design.v
export SDC_FILE = /design/flow/constraint.sdc
export NUM_CORES = 4
export LEC_CHECK = 1
export CORE_UTILIZATION = 50
File: flow/constraint.sdc
current_design CPU

set clk_period 9.5
set clk_io_pct 0.2

create_clock -name clk0 -period $clk_period [get_ports {clk}]

set non_clock_inputs [all_inputs -no_clocks]
set_input_delay [expr $clk_period * $clk_io_pct] -clock clk0 $non_clock_inputs
set_output_delay [expr $clk_period * $clk_io_pct] -clock clk0 [all_outputs]
File: flow/design.v
`timescale 1ns / 1ps
module ALU(controlSignal, dataIn, dataOut, RIn, clk, Z, zClear);  
input clk;
input [2:0] controlSignal;
input [15:0] dataIn, RIn;
input zClear;
output Z;
output [15:0] dataOut;
reg [15:0] dataOut;
integer data;
reg Z;
parameter NOP=2'b000, OR=2'b001, SUB=2'b010, 
	LSHIFT=2'b011, RSHIFT=3'b100, MOVR=3'b101, INC=3'b110;
initial
begin
	Z<=0;
end
always @(controlSignal or dataIn or RIn or zClear)
	begin
		case (controlSignal)
			NOP: dataOut <= dataIn;
			OR: dataOut <= RIn | dataIn;
			SUB: dataOut <= dataIn-RIn;
			LSHIFT: dataOut <= dataIn << RIn;
			RSHIFT: dataOut <= dataIn >> RIn;
			MOVR: dataOut <= RIn;
			INC:
				begin
					data = dataIn + 1;
					dataOut <= data[15:0];
				end
			default dataOut <= 16'b0000000000000000;
		endcase
	end
	always @(posedge clk)
	begin
		if (Z==1 && zClear)
			Z=0;
		else if (controlSignal==2 && dataOut==0)
			Z=1;
	end
endmodule
`timescale 1ns / 1ps
module busAMux(select, AC, AR, PC, DR, TR, busAout, EndOperations, clk);
	input [2:0] select;
	input [15:0] AC, AR, PC,  DR, TR;
	output [15:0] busAout;
	output EndOperations;
	input clk;
	reg [15:0] busAout;
	parameter ac=3'b000, ar=3'b001, pc=3'b010, dr=3'b011, tr=3'b100;
	assign EndOperations = (select == 6) ? 1 : 0;
	always @(select or AC or AR or PC or DR or TR)
	begin
		case (select)
			ac: busAout <= AC;
			ar: busAout <= AR;
			pc: busAout <= PC;
			dr: busAout <= DR;
			tr: busAout <= TR;
			default: busAout <= 0;
		endcase
	end
endmodule
`timescale 1ns / 1ps
module CPU(clk, RAM2DR, AR2BusAMuxRAM, RAMWriteEnable, DR2BusAMuxRAM, RAMorALUOut2DRIn , IROut, AC2BusAMux, PC2BusAMux, R2ALU, TR2BusAMux, 
	busA2ALU, ALUOut, opcode, select, UART2RAMCompleted, EndOperations, busAMuxSelect, Z);
	output [15:0] AC2BusAMux, PC2BusAMux, R2ALU, TR2BusAMux, busA2ALU, ALUOut;  
	output [5:0] IROut, opcode;  
	output select, EndOperations;  
	output [2:0] busAMuxSelect;  
	input [15:0] RAM2DR;
	input clk, UART2RAMCompleted;
	output RAMWriteEnable, Z;
	output [15:0] AR2BusAMuxRAM, DR2BusAMuxRAM;
	output RAMorALUOut2DRIn;
	wire [2:0] ALUControlSignal, busAMuxSelect, writeEnableSelect;
	wire RAMWriteEnable, zClear;
	wire [5:0] IR2ControlUnit, IROut;
	wire [10:0] instruction2processingUnit;
	wire RAMorALUOut2DRIn, UART2RAMCompleted;
	assign ALUControlSignal = instruction2processingUnit[10:8];
	assign busAMuxSelect = instruction2processingUnit[7:5];
	assign writeEnableSelect = instruction2processingUnit[4:2];
	assign RAMWriteEnable = instruction2processingUnit[1];
	assign zClear = instruction2processingUnit[0];
	assign Z2ControlUnit = Z;
	assign IR2ControlUnit = IROut;
	processingUnit processingUnit(clk, ALUControlSignal, busAMuxSelect, writeEnableSelect,	zClear,
		RAM2DR, AR2BusAMuxRAM, DR2BusAMuxRAM, Z, IROut, RAMorALUOut2DRIn , AC2BusAMux, PC2BusAMux, R2ALU, TR2BusAMux, 
	busA2ALU, ALUOut,UART2RAMCompleted, EndOperations);
	controlUnit controlUnit(clk, Z2ControlUnit, IR2ControlUnit, instruction2processingUnit, RAMorALUOut2DRIn ,
	 opcode, select, UART2RAMCompleted, EndOperations);
	wire [5:0] opcode;  
	wire select;  
endmodule
`timescale 1ns / 1ps
module IRRegister(clk, dataIn, dataOut, writeEnable,UART2RAMCompleted);
	input clk, writeEnable, UART2RAMCompleted;
	input [5:0] dataIn;
	output [5:0] dataOut;
	reg [5:0] dataOut=0;
	always @(posedge clk)
		begin
			if (writeEnable)
				begin
					dataOut <= dataIn;
				end
		end
endmodule
`timescale 1ns / 1ps
module register(clk, dataIn, dataOut, writeEnable, UART2RAMCompleted);
	input clk, writeEnable, UART2RAMCompleted;
	input [15:0] dataIn;
	output [15:0] dataOut;
	reg [15:0] dataOut=0;
	always @(posedge clk)
		begin
			if (writeEnable)
				begin
					dataOut <= dataIn;
				end
		end
endmodule
`timescale 1ns / 1ps
module controlUnit(clk, Z2ControlUnit, IR2ControlUnit, instruction2processingUnit, RAMorALUOut2DRIn , opcode, select,UART2RAMCompleted, EndOperations);
	input clk, Z2ControlUnit, UART2RAMCompleted, EndOperations;
	input [5:0] IR2ControlUnit;
	output [10:0] instruction2processingUnit;
	output RAMorALUOut2DRIn;
	output [5:0] opcode;  
	output select;  
	reg [18:0] instruction=1;
	wire [5:0] opcode;
	wire select;
	reg RAMorALUOut2DRIn=0;
	assign instruction2processingUnit = instruction[17:7];
	assign select = instruction[0];
	assign opcode = (select)? IR2ControlUnit: instruction[6:1];
	parameter 
	fetch1=0,
	fetch2=1,
	fetch3=2,
	fetch4=3,
	ADD1=4,
	SUB1=5,
	NOP=6,
	LDAC1=7,
	LDAC2=8,
	LDAC3=9,
	LDAC4=10,
	LDAC5=11,
	LDAC6=12,
	LDAC7=13,
	MVAC2R1=14,
	MVR2AC1=15,
	MVAC2TR1=16,
	MVTR2DR1=17,
	STAC1=18,
	STAC2=19,
	STAC3=20,
	STAC4=21,
	STAC5=22,
	STAC6=23,
	JUMP1=24,
	JUMP2=25,
	JUMP3=26,
	JUMP4=27,
	JUMPZ1=28,
	JUMPZ2=29,
	JUMPZ3=30,
	JUMPZ4=31,
	CLAC1=32,
	LSHIFT1=33,
	RSHIFT1=34,
	ENDOPS=35,
	LOAD1=36,
	LOAD2=37,
	LOAD3=38,
	LOAD4=39,
	MVTR2AC1=40;
	always @(posedge clk)
		begin
			if (UART2RAMCompleted & !(EndOperations))
			begin
				case (opcode)
					fetch2: RAMorALUOut2DRIn=1;
					fetch3: RAMorALUOut2DRIn=1;
					LDAC2: RAMorALUOut2DRIn=1;
					LDAC3: RAMorALUOut2DRIn=1;
					LDAC5: RAMorALUOut2DRIn=1;
					LDAC6: RAMorALUOut2DRIn=1;
					STAC2: RAMorALUOut2DRIn=1;
					STAC3: RAMorALUOut2DRIn=1;
					JUMP2: RAMorALUOut2DRIn=1;
					JUMP3: RAMorALUOut2DRIn=1;
					JUMPZ2: RAMorALUOut2DRIn=1;
					JUMPZ3: RAMorALUOut2DRIn=1;
					LOAD2: RAMorALUOut2DRIn=1;
					LOAD3: RAMorALUOut2DRIn=1;
					default: RAMorALUOut2DRIn=0;
				endcase
			end
		end
	always @(negedge clk)
		begin
			if (UART2RAMCompleted & !(EndOperations))
			begin
				if (!(Z2ControlUnit))
					begin
						case (opcode)
							fetch1:instruction=8706;
							fetch2:instruction=470532;
							fetch3:instruction=492550;
							fetch4:instruction=13825;
							ADD1:instruction=32768;
							SUB1:instruction=65536;
							NOP:instruction=206848;
							LDAC1:instruction=8720;
							LDAC2:instruction=470546;
							LDAC3:instruction=492564;
							LDAC4:instruction=12822;
							LDAC5:instruction=291864;
							LDAC6:instruction=492570;
							LDAC7:instruction=12288;
							MVAC2R1:instruction=2560;
							MVR2AC1:instruction=192512;
							MVAC2TR1:instruction=3072;
							MVTR2DR1:instruction=17408;
							STAC1:instruction=8742;
							STAC2:instruction=470568;
							STAC3:instruction=492586;
							STAC4:instruction=12844;
							STAC5:instruction=1070;
							STAC6:instruction=12544;
							JUMP1:instruction=8754;
							JUMP2:instruction=470580;
							JUMP3:instruction=492598;
							JUMP4:instruction=14336;
							JUMPZ1:instruction=8762;
							JUMPZ2:instruction=470588;
							JUMPZ3:instruction=492606;
							JUMPZ4:instruction=14464;
							CLAC1:instruction=258048;
							LSHIFT1:instruction=98304;
							RSHIFT1:instruction=131072;
							ENDOPS:instruction=24646;
							LOAD1:instruction=586;
							LOAD2:instruction=291916;
							LOAD3:instruction=291918;
							LOAD4:instruction=12288;
							MVTR2AC1:instruction=16384;
						endcase
					end
				else
					begin
						case (opcode)
							fetch1:instruction=8706;
							fetch2:instruction=470532;
							fetch3:instruction=492550;
							fetch4:instruction=13825;
							ADD1:instruction=32768;
							SUB1:instruction=65536;
							NOP:instruction=206848;
							LDAC1:instruction=8720;
							LDAC2:instruction=470546;
							LDAC3:instruction=492564;
							LDAC4:instruction=12822;
							LDAC5:instruction=291864;
							LDAC6:instruction=492570;
							LDAC7:instruction=12288;
							MVAC2R1:instruction=2560;
							MVR2AC1:instruction=192512;
							MVAC2TR1:instruction=3072;
							MVTR2DR1:instruction=17408;
							STAC1:instruction=8742;
							STAC2:instruction=470568;
							STAC3:instruction=492586;
							STAC4:instruction=12844;
							STAC5:instruction=1070;
							STAC6:instruction=12544;
							JUMP1:instruction=8754;
							JUMP2:instruction=470580;
							JUMP3:instruction=492598;
							JUMP4:instruction=14336;
							JUMPZ1:instruction=206976;
							CLAC1:instruction=258048;
							LSHIFT1:instruction=98304;
							RSHIFT1:instruction=131072;
							ENDOPS:instruction=24646;
							LOAD1:instruction=586;
							LOAD2:instruction=291916;
							LOAD3:instruction=291918;
							LOAD4:instruction=12288;
							MVTR2AC1:instruction=16384;
						endcase
					end
				end
		end
endmodule
`timescale 1ns / 1ps
module processingUnit(clk, ALUControlSignal, busAMuxSelect, writeEnableSelect, zClear,
	RAM2DR, AR2BusAMuxRAM, DR2BusAMuxRAM, Z, IROut, RAMorALUOut2DRIn , AC2BusAMux, PC2BusAMux, R2ALU, TR2BusAMux, 
	busA2ALU, ALUOut, UART2RAMCompleted, EndOperations);
	input [2:0] ALUControlSignal, busAMuxSelect, writeEnableSelect;
	input clk, zClear, RAMorALUOut2DRIn, UART2RAMCompleted;
	input [15:0] RAM2DR;
	output [15:0] DR2BusAMuxRAM;
	output [15:0] AR2BusAMuxRAM;
	output [5:0] IROut;
	output Z, EndOperations;
	output [15:0] AC2BusAMux, PC2BusAMux, R2ALU, TR2BusAMux, busA2ALU, ALUOut;  
	wire clk, UART2RAMCompleted;
	wire [15:0] ALUOut, AC2BusAMux,AR2BusAMuxRAM, PC2BusAMux, DR2BusAMuxRAM, TR2BusAMux, busA2ALU, R2ALU;
	wire [5:0] IROut;
	wire [15:0] RAM2DR;
	wire [15:0] DRInput;  
	assign DRInput = (RAMorALUOut2DRIn) ? RAM2DR : ALUOut;  
	register AC(clk, ALUOut, AC2BusAMux, ACWE, UART2RAMCompleted);
	register AR(clk, ALUOut, AR2BusAMuxRAM, ARWE, UART2RAMCompleted);
	register DR(clk, DRInput, DR2BusAMuxRAM, DRWE, UART2RAMCompleted);
	IRRegister IR(clk, ALUOut[5:0], IROut, IRWE, UART2RAMCompleted);
	register PC(clk, ALUOut, PC2BusAMux, PCWE, UART2RAMCompleted);
	register R(clk, ALUOut, R2ALU, RWE, UART2RAMCompleted);
	register TR(clk, ALUOut, TR2BusAMux, TRWE, UART2RAMCompleted);
	busAMux busAMux(busAMuxSelect, AC2BusAMux, AR2BusAMuxRAM, PC2BusAMux, DR2BusAMuxRAM, TR2BusAMux, busA2ALU, EndOperations, clk);
	writeEnableMux writeEnableMux(writeEnableSelect, ACWE, ARWE, DRWE, IRWE, PCWE, RWE, TRWE);
	ALU ALU(ALUControlSignal, busA2ALU, ALUOut, R2ALU, clk, Z, zClear);
endmodule
`timescale 1ns / 1ps
module writeEnableMux(select, ACWE, ARWE, DRWE, IRWE, PCWE, RWE, TRWE);
	input [2:0] select;
	output ACWE, ARWE, DRWE, IRWE, PCWE, RWE, TRWE;
	reg ACWE, ARWE, DRWE, IRWE, PCWE, RWE, TRWE;
	parameter ac=3'b000, ar=3'b001, dr=3'b010, ir=3'b011, pc=3'b100, r=3'b101, tr=3'b110, pcanddr=3'b111;
	always @(select)
		begin
			ACWE<=0; ARWE<=0; DRWE<=0; IRWE<=0; PCWE<=0; RWE<=0; TRWE<=0;
			case (select)
				ac: ACWE <= 1;
				ar: ARWE <= 1;
				dr: DRWE <= 1;
				ir: IRWE <= 1;
				pc: PCWE <= 1;
				r: RWE <= 1;
				tr: TRWE <= 1;
				pcanddr: 
					begin
						PCWE <= 1;
						DRWE <= 1;
					end
			endcase
		end
endmodule
File: flow/run.sh
#!/bin/bash
# OpenROAD 26Q1-2900-gdf79404cd8, Yosys 0.63+post, stock flow scripts
make -C /OpenROAD-flow-scripts/flow DESIGN_CONFIG=/design/flow/config.mk WORK_HOME=/design/flow/orfs finish
==> impl_metrics.yaml <==
# implementation run metrics
yosys:
  yosys_warnings: 14
  ys_cells: 919
  ys_chip_area_sq_um: 9030
  postSynthCellCount: 919
  synth_area_sq_um: 9030
  synth-edff-count: 121
  ys_ff: 122
  top_cells_by_area: "edfxtp_1 40%, mux2i_1 4.9%, nor2_1 3.8%"
  async_reset_ff_share_pct: 0
  synth_area_per_cell_sq_um: 9.82
  yosysSeqAreaShare_pct: 40.5
  top_cell_area_share_pct: 40.2
  ys_types: 83
  yosys_most_used_dff: "edfxtp_1"
  top_area_cell: "edfxtp_1"
global_route:
  grtUsageTotal_pct: 69.2
  grt_overflow: 57
  grt_pass1_wl_microns: 86000
  grt_max_degree: 35
  grt_pass1_vias: 12924
die:
  dieHeight_microns: 136
  rows: 48
  io_pins: 166
  die_w_microns: 136
  fp_util_pct: 51.7
clock_network:
  cts_buffers: 17
  cts-root-buf: "clkbuf_16"
  cts_sinks: 122
  clockBufferDepth: 2
  cts_hold_buf: 0
  htree_num_levels: 4
outcome:
  haltStage: "global routing (5_1_grt)"
  status: "aborted with a tool error"
  error_line: "[ERROR GRT-0116] Global routing finished with congestion. Check the congestion regions in the DRC Viewer."
placement:
  hpwl_microns: 32000
  post-place-cells: 1439
  placed_area_sq_um: 12200
  port-buffer-count: 165
  finalWeightedCongestion: 1.08
-- repair_timing --
action,CTS
endpoints found under the hold margin,0
gates cloned,2
endpoints found under the setup margin,18
pin swaps,72
gates resized,220
buffers inserted,63
-- metrics by stage --
step	power, mW	setup slack, ps
3_3_place_gp	6.32	-477
3_5_place_dp	6.39	-620
2_1_floorplan	3.60	-101
4_1_cts	8.16	-743
-- synthesized netlist by cell type, drive strengths merged, types with 5 or more instances --
cell type  number
o22a            7
clkbuf         38
a221oi          5
and3b           6
nor3           37
inv            15
nor4           10
o211ai         11
o2111ai         8
nand3          28
edfxtp        121
nand3b          5
a221o           5
a2111oi         5
o21bai          5
o221ai         13
a22o            6
a22oi          15
xor2           10
xnor2          15
a31oi          11
nand2b          8
a21oi          42
nor2           92
and2           10
or3             5
nand4          10
ha             20
or2             6
mux2i          45
mux2           22
mux4            9
buf            25
a21o           21
o21a            5
nor2b           6
and3            6
o31ai           8
a211oi         16
o22ai          19
nand2          69
o21ai          31
-- cell families after synthesis --
group | count (synthesis) | share of synthesized area [%]
AND/OR/NAND/NOR | 313 | 17.1
AND-OR/OR-AND | 280 | 22.6
flip-flops | 122 | 40.5
buffers and inverters | 82 | 4.43
multiplexers | 76 | 10.0
XOR/XNOR | 25 | 2.43
adder cells (fa/ha/maj) | 21 | 2.99
-- layer usage --
layer,GRT usage [%],overflow
met3,57.4,7
met1,70.6,5
met5,27.8,1
met2,85.1,17
met4,60.3,27
Power and IR drop assume default switching activity.
